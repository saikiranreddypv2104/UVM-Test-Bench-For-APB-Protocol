**constraint.sdc**
```tcl
current_design apb_slave

set clk_period 5.2
set clk_io_pct 0.2

create_clock -name clk0 -period $clk_period [get_ports {pclk}]

set non_clock_inputs [all_inputs -no_clocks]
set_input_delay [expr $clk_period * $clk_io_pct] -clock clk0 $non_clock_inputs
set_output_delay [expr $clk_period * $clk_io_pct] -clock clk0 [all_outputs]
```
**design.v**
```verilog
module apb_slave(
  input pclk,presetn, 
  input psel,pwrite,penable,
  input [4:0] paddr, 
  input [31:0] pwdata,
  output reg [31:0] prdata,
  output reg pready
);
  reg [31:0] a,b,result;
  reg [3:0] command;
  reg enable;
  always @(posedge pclk) begin   
    if(!presetn) begin 
    	pready=0;
      	a=32'b0;
      	b=32'b0;
      	command=3'b000;
      	result=32'b0;
    end 
    else begin 
      case({psel,penable,pwrite})
        3'b100:begin 
          pready=0;
        end
        3'b110:begin 
          pready=1;
          case(paddr)
            5'd0:prdata=a;
            5'd4:prdata=b;
            5'd8:prdata=result;
            5'd12:prdata={28'b0,command};
            5'd16:prdata={31'b0,enable};
          endcase 
        end
        3'b101:begin 
          pready=0;
        end
        3'b111:begin 
          pready=1;
          case(paddr)
            5'd0:a=pwdata;
            5'd4:b=pwdata;
            5'd12:command = pwdata[3:0]; 
            5'd16:enable=pwdata[0]; 
          endcase 
        end
        default:begin
          pready=0;
          prdata=32'b0;
        end
      endcase
    end
  end
  always @(posedge pclk) begin
    if(enable==1) begin
      case(command)
       	4'b0000:result= a+b;
        4'b0001:result= a-b;
        4'b0010:result= a*b;
        4'b0011:result= a/b;
        4'b0100:result= a**b;
        4'b0101:result= a<b;
        4'b0110:result= a>b;
        4'b0111:result= a<=b;
        4'b1000:result= a>=b;
        4'b1001:result= a==b;
        4'b1010:result= a!=b;
        4'b1011:result= a&&b;
        4'b1100:result= a||b;
        4'b1101:result= a<<b;
        4'b1110:result= a>>b;
        4'b1111:result= a>>>b;
      endcase
    end
  end
endmodule
interface apb_if;
  logic pclk;
  logic presetn; 
  logic psel;
  logic pwrite;
  logic penable;
  logic [4:0] paddr; 
  logic [31:0] pwdata;
  logic [31:0] prdata;
  logic pready;
endinterface
```
**run.sh**
```bash
#!/bin/bash
# OpenROAD 26Q1-2900-gdf79404cd8, Yosys 0.63+post, stock flow scripts
make -C /OpenROAD-flow-scripts/flow DESIGN_CONFIG=/design/flow/config.mk WORK_HOME=/design/flow/orfs finish
```
**config.mk**
```make
export PLATFORM = sky130hd
export DESIGN_NAME = apb_slave
export DESIGN_NICKNAME = apb_slave
export VERILOG_FILES = /design/flow/design.v
export SDC_FILE = /design/flow/constraint.sdc
export NUM_CORES = 4
export LEC_CHECK = 1
export CORE_UTILIZATION = 50
```
==> out/qor.csv <==
metric,value,unit
antenna_found_initial,0,
relSlewSlack,46.33,%
synthFlopType,dfxtp_1,
ys.flops,102,
arrival,3.13,ns
rsz0062_at_grt,no,
num_rows,33,
outcome,"finished, final reports clean",
pwr-share-clk,35.3,%
placed_cells,574,
grt_usage,21.07,%
p_int,1.127,mW
r2r_slack,4.27,ns
setup_violations,0,
ys_area,4282,µm²
dp_slack,1.777,ns
start_kind,input pin,
drt_first_pass_iters,4,
grt_pass1_vias,2880,
cts.reportedPaths.clkPinSlew,0.09,ns
drc,0,
worstSetupPathType,input pin to flop,
edf_count,33,
chipWidth,94.54,µm
skew,0.007801,ns
cts_tree,built,
wl_per_cell,14.52,µm
finalHoldViolations,0,
drtIter0Drc,83,
max_freq,328.4,MHz
syn2layout_area_growth,22.53,%
worst_pin_slew,0.8051,ns
final_cells,590,
coreArea,8258,µm²
rr_worst_depth,3,
die_area,8937,µm²
io_buffers,74,
p_per_area,274.5,nW/µm²
synth.largest_area_cell,dfxtp_1,
power_frac_comb,6.9,%
ys_types,26,
vias,3092,
setup_slack,2.155,ns
ys_cells,422,
ctsResizeCount,0,
grt_pass1_wl,13780,µm
yosysWarnings,65,
pwr-share-seq,57.8,%
p_leak,1.951,nW
tns,0,ns
whs,0.4614,ns
grt_max_degree,72,
clk_latency,0.35,ns
hold_depth,2,
final_util,63.53,%
gp_congestion,0.7669,
switching_share,21.70,%
io_pins,75,
top_cell_area_share,32.26,%
drive_above_1_share,7.216,%
crit_required,5.29,ns
post-cts-setup-buffers,0,
synth-async-reset-ratio,0,%
fin_crit_sh,58.57,%
cts_root_buffer,clkbuf_8,
cts_made_buffers,9,
initial_core_util,51.85,%
htreeDepth,3,
cap_viol_max_count,0,
antenna_cells,0,
p_sw,0.3125,mW
ant_nets,0,
synthesis.area,4282,µm²
place_hpwl,5062,µm
dieHeight,94.54,µm
tool_warnings,26,
cp_max_fo,18,
hold_path_class,flop to flop,
critPathCaptureType,flop,
clkSinkCount,102,
ir_drop,0.0002156,V
slew_violations,0,
syn_inst,422,
postSynthAreaPerCell,10.15,µm²
topCellsByArea,"dfxtp_1 (32%), edfxtp_1 (23%), mux2i_1 (17%)",
via_per_inst,5.241,
cts_max_path_buffers,2,
holdBufCountCts,0,
synth_seq_share,55.41,%
overflow,0,
min_period,3.045,ns
wirelength,8564,µm
## registers in the layout, indices dropped and copies added, names as in the netlist
name and count:
prdata 32, pready 1, command 4, b 32, enable 1, a 32
## final timing paths
path	endpoint	start
max reg2reg	prdata[0]$_SDFFCE_PP0P_	b[0]$_SDFFE_PN0P_
min reg2reg	b[22]$_SDFFE_PN0P_	b[22]$_SDFFE_PN0P_
max	prdata[20]$_SDFFCE_PP0P_	paddr[3]
min	b[22]$_SDFFE_PN0P_	b[22]$_SDFFE_PN0P_
## area by class of cell
class	count	area, µm²
clock buffers	11	151.4
clock inverters	5	56.30
fillers	710	3012
multi-input cells	286	1744
flip-flops and latches	102	2372
well taps	105	131.4
repair buffers	81	790.8
## synthesized netlist by cell type (5+ instances only)
cell,number
nand2_1,161
mux2i_1,71
dfxtp_1,69
edfxtp_1,33
o22ai_1,21
clkbuf_1,20
o22ai_2,7
buf_2,6
buf_6,5
## metal layers
metal,up-vias,wire [µm],track usage [%]
met4,0,65,1.263
met1,1445,4001,33.07
met2,80,4077,34.06
met5,-,0,0
li1,1562,-,-
met3,5,419,4.085
## cells by family (layout without fill, tap and decap cells)
group | Yosys count | count (layout) | synth area share, %
DFF | 102 | 102 | 55.41
and+or+nand+nor | 180 | 180 | 17.24
AOI/OAI and AO/OA | 35 | 35 | 6.458
buffers and inverters | 34 | 97 | 4.296
muxes | 71 | 71 | 16.60
## through the flow
step	area, µm²	power (mW)
floorplan	4282	0.8927
global placement	5039	0.9499
detailed placement	5039	0.9503
CTS	5246	1.458
global route	5246	1.501
finish	5246	1.440
## cell usage in the layout, fill, tap and decap left out, drive strengths merged, types with 2 or more instances in the layout
cell type,synthesis,routed
buf,14,8
and3,3,3
clkdlybuf4s50,0,73
nand3b,2,2
clkbuf,20,11
dfxtp,69,69
nor2,3,3
nand3,3,3
o22ai,28,28
edfxtp,33,33
clkinv,0,3
nand4b,2,2
mux2i,71,71
o32ai,3,3
nand2,161,161
## worst max-delay path: stages
cell and delay [ns]:
clkdlybuf4s50_1 0.62, o21ai_0 0.29, and3_1 0.68, buf_4 0.37, o22ai_1 0.12
## power by group through the flow
stage	registers (mW)	logic [mW]	clock network (mW)
finish	0.832	0.0994	0.509
global route	0.833	0.109	0.559
CTS	0.832	0.101	0.525
Power figures rest on the tool's default switching activity, not on a simulated workload.
